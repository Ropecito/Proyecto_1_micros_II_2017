==> flow/design.v <==
`timescale 1ns / 1ps
module alu(Output, CarryOut, zero, overflow, negative, BussA, BussB, ALUControl);
output CarryOut,overflow,negative,zero;
output [31:0] Output;
input [31:0] BussA,BussB;
input [1:0] ALUControl;
wire lessthan;
wire [31:0] crrout;
alu1bit alu0(Output[0],crrout[0],BussA[0],BussB[0],ALUControl[1],lessthan,ALUControl);
alu1bit alu1(Output[1],crrout[1],BussA[1],BussB[1],crrout[0],1'b0,ALUControl);
alu1bit alu2(Output[2],crrout[2],BussA[2],BussB[2],crrout[1],1'b0,ALUControl);
alu1bit alu3(Output[3],crrout[3],BussA[3],BussB[3],crrout[2],1'b0,ALUControl);
alu1bit alu4(Output[4],crrout[4],BussA[4],BussB[4],crrout[3],1'b0,ALUControl);
alu1bit alu5(Output[5],crrout[5],BussA[5],BussB[5],crrout[4],1'b0,ALUControl);
alu1bit alu6(Output[6],crrout[6],BussA[6],BussB[6],crrout[5],1'b0,ALUControl);
alu1bit alu7(Output[7],crrout[7],BussA[7],BussB[7],crrout[6],1'b0,ALUControl);
alu1bit alu8(Output[8],crrout[8],BussA[8],BussB[8],crrout[7],1'b0,ALUControl);
alu1bit alu9(Output[9],crrout[9],BussA[9],BussB[9],crrout[8],1'b0,ALUControl);
alu1bit alu10(Output[10],crrout[10],BussA[10],BussB[10],crrout[9],1'b0,ALUControl);
alu1bit alu11(Output[11],crrout[11],BussA[11],BussB[11],crrout[10],1'b0,ALUControl);
alu1bit alu12(Output[12],crrout[12],BussA[12],BussB[12],crrout[11],1'b0,ALUControl);
alu1bit alu13(Output[13],crrout[13],BussA[13],BussB[13],crrout[12],1'b0,ALUControl);
alu1bit alu14(Output[14],crrout[14],BussA[14],BussB[14],crrout[13],1'b0,ALUControl);
alu1bit alu15(Output[15],crrout[15],BussA[15],BussB[15],crrout[14],1'b0,ALUControl);
alu1bit alu16(Output[16],crrout[16],BussA[16],BussB[16],crrout[15],1'b0,ALUControl);
alu1bit alu17(Output[17],crrout[17],BussA[17],BussB[17],crrout[16],1'b0,ALUControl);
alu1bit alu18(Output[18],crrout[18],BussA[18],BussB[18],crrout[17],1'b0,ALUControl);
alu1bit alu19(Output[19],crrout[19],BussA[19],BussB[19],crrout[18],1'b0,ALUControl);
alu1bit alu20(Output[20],crrout[20],BussA[20],BussB[20],crrout[19],1'b0,ALUControl);
alu1bit alu21(Output[21],crrout[21],BussA[21],BussB[21],crrout[20],1'b0,ALUControl);
alu1bit alu22(Output[22],crrout[22],BussA[22],BussB[22],crrout[21],1'b0,ALUControl);
alu1bit alu23(Output[23],crrout[23],BussA[23],BussB[23],crrout[22],1'b0,ALUControl);
alu1bit alu24(Output[24],crrout[24],BussA[24],BussB[24],crrout[23],1'b0,ALUControl);
alu1bit alu25(Output[25],crrout[25],BussA[25],BussB[25],crrout[24],1'b0,ALUControl);
alu1bit alu26(Output[26],crrout[26],BussA[26],BussB[26],crrout[25],1'b0,ALUControl);
alu1bit alu27(Output[27],crrout[27],BussA[27],BussB[26],crrout[26],1'b0,ALUControl);
alu1bit alu28(Output[28],crrout[28],BussA[28],BussB[28],crrout[27],1'b0,ALUControl);
alu1bit alu29(Output[29],crrout[29],BussA[29],BussB[29],crrout[28],1'b0,ALUControl);
alu1bit alu30(Output[30],crrout[30],BussA[30],BussB[30],crrout[29],1'b0,ALUControl);
alu1bit alu31(Output[31],crrout[31],BussA[31],BussB[31],crrout[30],1'b0,ALUControl);
not #(50) notcarry(notcr31,crrout[31]);
mux21 muxcarry31(CarryOut,crrout[31],notcr31,ALUControl[1]);
xor #(50) xor5(overflow,crrout[30],crrout[31]);
addsub add2(addsub31Out,crrout31,BussA[31],BussB[31],crrout[30],ALUControl[1]);
xor #(50) xor6(lessthan,overflow,addsub31Out);
assign negative = Output[31];
or #(50) or1(o1,Output[0],Output[1],Output[2],Output[3]);
or #(50) or2(o2,Output[4],Output[5],Output[6],Output[7]);
or #(50) or3(o3,Output[8],Output[9],Output[10],Output[11]);
or #(50) or4(o4,Output[12],Output[13],Output[14],Output[15]);
or #(50) or5(o5,Output[16],Output[17],Output[18],Output[19]);
or #(50) or6(o6,Output[20],Output[21],Output[22],Output[23]);
or #(50) or7(o7,Output[24],Output[25],Output[26],Output[27]);
or #(50) or8(o8,Output[28],Output[29],Output[30],Output[31]);
or #(50) or9(o9,o1,o2,o3,o4);
or #(50) or10(o10,o5,o6,o7,o8);
nor #(50) nor1(zero,o9,o10);
endmodule
`timescale 1 ps / 100 fs
module alu1bit(result,crrout,a,b,carryin,less,ALUControl);
output result,crrout;
input a,b,carryin,less;
input [1:0] ALUControl;
addsub add1(addsubOut,crrout,a,b,carryin,ALUControl[1]);
xor #(50) xor1(xorOut,a,b);
mux21 mux2(xorlessOut,xorOut,less,ALUControl[1]);
mux21 mux3(result,addsubOut,xorlessOut,ALUControl[0]);
endmodule
`timescale 1 ps / 100 fs
module addsub(Out,cout,a,b,cin,select);
input a,b,cin,select;
output Out,cout;  
not #(50) not1(notb,b);
mux21 mux1(b1,b,notb,select);
adder adder1(Out,cout,a,b1,cin);
endmodule
`timescale 1 ps / 100 fs
module adder(sum,cout,a,b,cin);
input   a,b,cin;
output  cout,sum;
xor #(50) (sum,a,b,cin);
and #(50) and1(c1,a,b);
or #(50) or1(c2,a,b);
and #(50) and2(c3,c2,cin);
or #(50) or2(cout,c1,c3);
endmodule 
`timescale 1 ps / 100 fs
module mux21(O,A,B,sel);
output O;
input A,B,sel;
not #(50) not1(nsel,sel);
and #(50) and1(O1,A,nsel); 
and #(50) and2(O2,B,sel);
or #(50) or2(O,O1,O2);
endmodule
==> flow/run.sh <==
#!/bin/bash
# OpenROAD 26Q1-2900-gdf79404cd8, Yosys 0.63+post, stock flow scripts
make -C /OpenROAD-flow-scripts/flow DESIGN_CONFIG=/design/flow/config.mk WORK_HOME=/design/flow/orfs finish
==> flow/config.mk <==
export PLATFORM = sky130hd
export DESIGN_NAME = alu
export DESIGN_NICKNAME = alu
export VERILOG_FILES = /design/flow/design.v
export SDC_FILE = /design/flow/constraint.sdc
export NUM_CORES = 4
export LEC_CHECK = 1
export CORE_UTILIZATION = 30
==> flow/constraint.sdc <==
current_design alu

set clk_period 15.9
set clk_io_pct 0.2

create_clock -name clk0 -period $clk_period

set non_clock_inputs [all_inputs -no_clocks]
set_input_delay [expr $clk_period * $clk_io_pct] -clock clk0 $non_clock_inputs
set_output_delay [expr $clk_period * $clk_io_pct] -clock clk0 [all_outputs]
==> impl_metrics.env <==
# yosys + openroad results
export IMPL_slew_headroom_pct=73.2
export IMPL_placed_area_sq_mm=0.00306
export IMPL_cp_arrival_ns=15.05
export IMPL_finalSetupViolations=12
export IMPL_gp_congestion=0.814
export IMPL_grt_pass1_vias=1697
export IMPL_cp_max_fo=2
export IMPL_status="complete, but fails checks"
export IMPL_violations="negative setup slack"
export IMPL_compound_area_share_pct=10.2
export IMPL_yosysChipArea_sq_mm=0.00195
export IMPL_fin_util_pct=50.5
export IMPL_vias=1704
export IMPL_hold_ws_ns=6.92
export IMPL_fp_dieH_um=82.6
export IMPL_firstDrtPassIters=4
export IMPL_dieArea_sq_mm=0.00682
export IMPL_avgViaCountPerCell=4.41
export IMPL_grt_use_total_pct=14.9
export IMPL_power_switching_uw=51.5
export IMPL_cp_data_required_time_ns=12.72
export IMPL_min_period_ns=18.23
export IMPL_clkbuf_count=0
export IMPL_ys_sh_xor_pct=28.8
export IMPL_clock_fmax_ghz=0.0549
export IMPL_hold_end="Output[0]"
export IMPL_fp_util_pct=32.0
export IMPL_route_detailed_drc=0
export IMPL_hold_viol=0
export IMPL_critPathSlowestCell="or4_1"
export IMPL_hpwl_mm=4.09
export IMPL_drv_slew=0
export IMPL_place_ws_ns=-3.31
export IMPL_period_used_pct=115
export IMPL_final_cell_count_no_fill=386
export IMPL_synth_seq_area_share_pct=0
export IMPL_p_seq_share_pct=0
export IMPL_rows=28
export IMPL_cap_violations=0
export IMPL_irDropWorstVdd_v=0.0000260
export IMPL_grt_first_pass_wirelength_mm=7.56
export IMPL_antenna_found_initial=0
export IMPL_drive_gt1_share_pct=26.0
export IMPL_overflow=0
export IMPL_wirelength_mm=4.80
export IMPL_layout_top_cell="clkdlybuf4s50_1"
export IMPL_netSwitchingFraction_pct=37.2
export IMPL_ff_count=0
export IMPL_avgSynthCellArea_sq_um=8.82
export IMPL_min_from="BussB[0]"
export IMPL_pwr_share_clk_pct=0
export IMPL_simple_gate_area_share_pct=4.95
export IMPL_synth_distinct_cells=18
export IMPL_combPwrFrac_pct=100.0
export IMPL_cpMostUsedCell="fa_2"
export IMPL_wire_per_inst_um=12.4
export IMPL_antennaDiodeCount=0
export IMPL_setup_worst_path_start_class="input pin"
export IMPL_synth_area_mux_share_pct=0.578
export IMPL_tool_warnings=37
export IMPL_mostFrequentLayoutCells="clkdlybuf4s50_1 (90), xnor2_1 (60), inv_1 (32), buf_4 (32), fa_2 (31)"
export IMPL_die_x_um=82.6
export IMPL_tightestPinTransition_ns=0.402
export IMPL_drt_iter0_markers=26
export IMPL_synthCells=221
export IMPL_ys_cells=221
export IMPL_grt_setup_unrepaired="yes"
export IMPL_fin_area_sq_mm=0.00308
export IMPL_dp_cells=385
export IMPL_io_buffer_count=101
export IMPL_p_leak_nw=1.17
export IMPL_powerDensity_mw_per_mm2=45.0
export IMPL_grt_max_degree=34
export IMPL_crit_path_max_incr_delay_ns=0.45
export IMPL_worst_slack_ns=-2.33
export IMPL_ys_sh_adder_pct=32.9
export IMPL_syn_cell_area_sq_mm=0.00195
export IMPL_setup_tns_final_ns=-18.62
export IMPL_power_uw=138
export IMPL_end_kind="output pin"
export IMPL_internal_power_uw=86.9
export IMPL_worstSetupPathType="input pin to output pin"
export IMPL_areaGrowthSynthToFinish_pct=58.0
export IMPL_register_area_sq_um=0
export IMPL_ant_nets=0
export IMPL_core_area_sq_mm=0.00610
export IMPL_hold_class="input pin to output pin"
export IMPL_ys_warn_count=24
export IMPL_netlist_logic_family_top="adder cells"
export IMPL_worstHoldPathCells=6
export IMPL_io_pins=102
area by class of cell:
class / count / area, sq um
Fill cell: 570 / 3020
Inverter: 35 / 131
Multi-Input combinational cell: 143 / 1620
Tap cell: 75 / 93.8
Timing Repair Buffer: 133 / 1240
cells in the mapped netlist (all sizes together):
library cell | n | area [sq um]
xor2 | 4 | 35.0
clkbuf | 3 | 11.3
fa | 32 | 641
nand2 | 2 | 7.51
nor2 | 1 | 3.75
o22ai | 31 | 194
nor4 | 7 | 50.1
a21oi | 1 | 5.00
mux2 | 1 | 11.3
inv | 35 | 131
nand2b | 1 | 13.8
nand4 | 1 | 6.26
or4 | 2 | 15.0
xnor2 | 60 | 526
buf | 40 | 298
cell families after synthesis:
group | after synthesis
AND/OR/NAND/NOR | 14
buffers and inverters | 78
XOR/XNOR | 64
AND-OR/OR-AND | 32
adder cells (fa/ha/maj) | 32
multiplexers | 1
timing repair:
| action | CTS | global route |
|---|---|---|
| buffers inserted | 1 | 1 |
| hold endpoints to repair | 0 | 0 |
| hold buffers | 0 | 0 |
| resized | 34 | 2 |
| gates cloned | 0 | 0 |
| pin swaps | 6 | 2 |
| endpoints found under the setup margin | 13 | 13 |
worst max-delay path, delay by kind of cell:
family / cells / cell delay, ns
AND-OR/OR-AND: 1 / 0.06
XOR/XNOR: 1 / 0.17
adder cells (fa/ha/maj): 31 / 10.47
buffers and inverters: 5 / 0.40
AND/OR/NAND/NOR: 3 / 0.76
how the worst max path moves through the flow:
stage | slack, ns | startpoint | end | depth (start not counted)
6_report | -2.33 | BussB[1] | zero | 41
5_1_grt | -2.67 | BussB[1] | zero | 41
4_1_cts | -2.51 | BussB[1] | zero | 41
power by group through the flow:
stage,combinational (mW),sequential [mW],clock (mW)
after CTS,0.141,0,0
after global routing,0.157,0,0
final,0.138,0,0
layer usage:
metal / routed length (um) / vias up / global-route usage (%)
met1: 2140 / 788 / 22.0
met3: 464 / 0 / 3.79
met4: 0 / 0 / 0
met2: 2190 / 64 / 24.0
met5: 0 / - / 0
li1: - / 852 / -
Power figures rest on the tool's default switching activity, not on a simulated workload.
